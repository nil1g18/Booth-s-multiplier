<file path="./config.mk">
export PLATFORM = sky130hd
export DESIGN_NAME = boothsmult
export DESIGN_NICKNAME = boothsmult
export VERILOG_FILES = /design/flow/design.v
export SDC_FILE = /design/flow/constraint.sdc
export NUM_CORES = 4
export LEC_CHECK = 1
export CORE_UTILIZATION = 30
export SYNTH_HDL_FRONTEND = slang
</file>
<file path="./run.sh">
#!/bin/bash
# OpenROAD 26Q1-2900-gdf79404cd8, Yosys 0.63+post, stock flow scripts
make -C /OpenROAD-flow-scripts/flow DESIGN_CONFIG=/design/flow/config.mk WORK_HOME=/design/flow/orfs finish
</file>
<file path="./design.v">
module boothsmult (
	output [(2*8)-1:0] Result,
	output Done,
	input [8-1:0] op1, op2,
	input Request,
	input Clock, nReset
	);
timeunit 1ns; timeprecision 10ps;	
wire add_s, sub_s, ashift_s;					
wire [2:0] Q;
control c0 (.add_s, .sub_s, .ashift_s, .Done, .Request, .Q, .Clock, .nReset);
mult m0 (.Result, .Q_out(Q), .Request, .Done, .op1, .op2, .add_s, .sub_s, .ashift_s, .Clock, .nReset);
endmodule
module control (
	output logic add_s, sub_s, ashift_s, 	 
	output logic Done, 			   	 
	input Request,					
	input [2:0] Q ,				 
	input Clock, nReset				 
	);
timeunit 1ns; timeprecision 10ps;
enum logic [2:0] {IDLE = 0, PREP = 1, ADD = 2, SUB = 3, ASHIFT = 4} state;
logic unsigned [$clog2(8)-1:0] counter;   
always_ff @(posedge Clock, negedge nReset)
	if(!nReset)
		begin
		counter <= '0;
		end
	else
		begin
			case(state)
				IDLE: 	begin
						if (Request) state <= PREP;
						counter <= '0;
						end
				PREP:	begin
						if(Q[1] == Q[0]) state <= ASHIFT;
						else 
							if (Q[0]) 	state <= ADD;
							else 		state <= SUB;	
						end
				ADD, SUB :	state <= ASHIFT;
				ASHIFT:	begin
						if (counter == (8-1)) state <= IDLE;
						else
							begin
							counter <= counter + 1;
							if(Q[2] == Q[1]) state <= ASHIFT;
							else 
								if (Q[1]) 	state <= ADD;
								else 		state <= SUB;
							end
						end
				default: state <= IDLE;
			endcase
		end
always_comb		
begin
	add_s = (state == ADD);
	sub_s = (state == SUB);
	ashift_s = (state == ASHIFT);
	Done = (state == IDLE);
end
endmodule
module mult (
	output logic [(2*8)-1:0] Result,
	output logic [2:0] Q_out,
	input Request, Done,
	input [8-1:0] op1, op2,
	input add_s, sub_s, ashift_s, 
	input Clock, nReset
	);
timeunit 1ns; timeprecision 10ps;	
logic signed [(2*8):0] regs;	
logic signed[8-1:0] op1_buff;
logic signed [8-1:0] B1, alu_out;
always_ff @(posedge Clock, negedge nReset)
	if(!nReset)
		begin	
			regs <= '0;
			op1_buff <= '0;
		end
	else
		begin
			if (Request & Done) begin
				regs[0] <= '0;
				regs[8:1] <= op2;
				regs[2*8:8+1] <= '0;
				op1_buff <= op1;
			end
			if (ashift_s) regs <= regs >>> 1;
			if (add_s | sub_s) regs[2*8:8+1] <= alu_out;
		end
always_comb
begin
	if (sub_s) B1 = ~op1_buff + 1'b1;
	else B1 = op1_buff;
	alu_out = regs[2*8:8+1] + B1 ;
end
always_comb
begin
	Result = regs [(2*8):1];
	Q_out = regs [2:0];
end
endmodule
</file>
<file path="./constraint.sdc">
current_design boothsmult

set clk_period 4.6
set clk_io_pct 0.2

create_clock -name clk0 -period $clk_period [get_ports {Clock}]

set non_clock_inputs [all_inputs -no_clocks]
set_input_delay [expr $clk_period * $clk_io_pct] -clock clk0 $non_clock_inputs
set_output_delay [expr $clk_period * $clk_io_pct] -clock clk0 [all_outputs]
</file>
==> impl_metrics.yaml <==
# generated from flow reports
power_and_ir_drop:
  power_density_nw_per_um2: 688
  finalPower_uw: 1690
  ir_worst_vdd_mv: 0.219
  leakage_uw: 0.00107
floorplan:
  rows: 29
  initCoreUtil: 0.312
  core_um2: 6350
  die_w_um: 83.3
  io_pins: 36
  die_h_um: 83.3
  dieArea_um2: 6940
drt:
  vias: 1625
  drc: 0
  insertedDiodeCount: 0
  viasPerCell: 5.18
  firstDrtPassIters: 4
  ant_nets: 0
  dr.first_iter.drc_count: 102
  routedWlPerCell_um: 13.7
  routed_wl_um: 4320
sta:
  tns_ps: 0
  layout_min_cycle_time_ps: 2770
  fin_crit_sh: 0.602
  finalHoldViolCount: 0
  slew_viol_final: 0
  max-slew-margin-rel: 0.681
  setup_viol: 0
  worst_pin_slew_ps: 477
  rsz0062_at_grt: "no"
  holdWs_ps: 520
  max_freq_mhz: 361
  clock-skew-final_ps: 4.63
setup_path:
  worstSetupPathType: "reg -> out"
  startpoint_type: "flip-flop"
  worstPathRequired_ps: 3680
  worstPathArrival_ps: 1850
  critical_path.max_fanout: 11
  cp-end-kind: "output pin"
global_routing:
  gr-usage-all-layers: 0.135
  grt_antenna_before_repair: 0
  grt_max_degree: 30
  grt_pass1_vias: 1551
  overflow: 0
  grt_pass1_wl_um: 7530
min_path:
  min_path_type: "reg -> reg"
layout:
  drive_above_1_share: 0.0928
  design_area_um2: 2450
  comb_area_um2: 1080
  mostFrequentLayoutCells: "clkdlybuf4s50_1 (35), dfrtp_1 (28), a21oi_1 (22), nor2_1 (17), o22ai_1 (17)"
  syn_to_final_growth_pct: 23.7
  seq_area_um2: 791
  final_cell_count_no_fill: 314
  final_common_cell: "clkdlybuf4s50_1"
  fillers: 596
clock_network:
  numCtsBuffers: 5
  clock_sinks: 31
  cts_resized: 0
  clockBufferDepth: 2
  ctsHoldBuffers: 0
  tritoncts: "done"
  post_cts_buffers: 0
  cts_htree_levels: 2
  clkTransAtPathRegs_ps: 60
  insertion_delay_ps: 280
  cts_root_buf: "clkbuf_8"
synth:
  ys_cells: 203
  synth_area_um2: 1980
  ys_ff: 31
  ys_seq_share: 0.399
  syn_inst: 203
  yosysUniqueCellTypes: 46
  flop_cell: "dfrtp_1"
  synth_chip_area_um2: 1980
  avgSynthCellArea_um2: 9.77
  yosys_warnings: 0
  edf_count: 3
  ys_async_sr_fraction: 0.903
placed_design:
  gp_congestion: 0.857
  placed_cells: 307
  placed_cell_area_um2: 2380
  io_buffers: 35
  dp_hpwl_um: 3120
status:
  status: "complete, no violations"
flow_run:
  tool_warnings: 27
  drv_cap: 0
==> kinds of logic (layout without fill, tap and decap cells) <==
group / Yosys count / after routing / share of synthesized area
multiplexers: 9 / 9 / 0.0498
flip-flops: 31 / 31 / 0.399
AND/OR/NAND/NOR: 48 / 48 / 0.132
adder cells (fa/ha/maj): 15 / 15 / 0.0984
XOR/XNOR: 7 / 7 / 0.0309
buffers and inverters: 22 / 56 / 0.0574
AND-OR/OR-AND: 71 / 71 / 0.232
==> registers in the layout, indices dropped and copies added, names as in the netlist <==
signal       count
m0.regs         17
m0.op1_buff      8
c0.counter       3
c0.state         3
==> cell type report <==
class,instances,area share
sequential,31,0.322
clock buffer,7,0.0311
tap,77,0.0393
multi-input combinational,150,0.440
timing repair buffer,37,0.149
inverter,12,0.0184
==> final timing paths <==
path	from	endpoint	slack [ps]	depth (start not counted)
worst max register to register	c0.state[2]$_DFFE_PP_	m0.regs[16]$_DFFE_PN0P_	1960	8
worst max-delay path	c0.state[1]$_DFFE_PP_	Done	1830	3
max in group asynchronous	nReset	m0.op1_buff[3]$_DFFE_PN0P_	3280	2
worst min register to register	c0.counter[1]$_DFFE_PN0P_	c0.counter[1]$_DFFE_PN0P_	520	2
min in group asynchronous	nReset	m0.regs[9]$_DFFE_PN0P_	1030	2
worst min-delay path	c0.counter[1]$_DFFE_PN0P_	c0.counter[1]$_DFFE_PN0P_	520	2
==> worst max-delay path, cell delays in order (launching register included) <==
cell and delay (ps):
edfxtp_1 560, or2_2 430, nor2_1 100, clkdlybuf4s50_1 480
==> through the flow <==
step,setup WS [ps],utilization
finish,1830,0.386
CTS,1800,0.386
global route,1700,0.386
floorplan,2270,-
global placement,1960,0.374
detailed placement,1950,0.374
==> routing by layer <==
metal / GRT usage / up-vias / part of all wire
li1: - / 818 / -
met1: 0.216 / 770 / 0.51
met2: 0.204 / 32 / 0.43
met3: 0.0222 / 5 / 0.036
met4: 0.0157 / 0 / 0.016
met5: 0 / - / 0
==> cell usage after synthesis, types with 2 or more instances <==
library cell | instances | area share
dfrtp_1 | 28 | 0.35
o211ai_1 | 2 | 0.0076
buf_6 | 2 | 0.011
nor2b_1 | 2 | 0.0063
a22oi_1 | 2 | 0.0076
inv_1 | 12 | 0.023
o31ai_1 | 2 | 0.0076
o21a_1 | 3 | 0.011
nand2_1 | 12 | 0.023
nor3_1 | 5 | 0.013
a222oi_1 | 4 | 0.020
buf_4 | 4 | 0.015
a32oi_1 | 2 | 0.0088
ha_1 | 14 | 0.088
o21ai_0 | 8 | 0.020
edfxtp_1 | 3 | 0.045
xor2_1 | 7 | 0.031
mux2i_1 | 2 | 0.010
a21oi_1 | 22 | 0.056
mux2_2 | 7 | 0.040
clkbuf_1 | 3 | 0.0057
nor2_1 | 17 | 0.032
o22ai_1 | 17 | 0.054
==> power by group <==
| part | total, µW | leakage [µW] | internal (µW) | switching, µW |
|---|---|---|---|---|
| combinational | 899 | 0.000664 | 485 | 414 |
| sequential | 592 | 0.000371 | 412 | 180 |
| clock | 198 | 0.0000383 | 104 | 93.9 |
| total | 1690 | 0.00107 | 1000 | 688 |
Power and IR drop assume default switching activity.
